==> design/flow/design.v <==
module rca_4(
input [3:0]a,
input [3:0]b,
input cin,
output [3:0]s,
output cout
);
wire [2:0]c;
assign s[0]=a[0]^b[0]^cin;
assign c[0]=(a[0]&b[0])|(b[0]&cin)|(cin&a[0]);
assign s[1]=a[1]^b[1]^c[0];
assign c[1]=(a[1]&b[1])|(b[1]&c[0])|(c[0]&a[1]);
assign s[2]=a[2]^b[2]^c[1];
assign c[2]=(a[2]&b[2])|(b[2]&c[1])|(c[1]&a[2]);
assign s[3]=a[3]^b[3]^c[2];
assign cout=(a[3]&b[3])|(b[3]&c[2])|(c[2]&a[3]);
endmodule
module rca_4_tb();
reg [3:0]a;
reg [3:0]b;
reg cin;
wire [3:0]s;
wire cout;
rca_4 dut(a,b,cin,s,cout);
initial a=4'b0000;
initial b=4'b0000;
initial cin=1'b0;
always #4 a=a+4'b0001;
always #16 b=b+4'b0001;
always #256 cin=cin+1'b1;
initial $monitor("a=%0b b=0%b cin=%0b s=%0b cout=%0b",a,b,cin,s,cout);
endmodule
==> design/flow/run.sh <==
#!/bin/bash
# OpenROAD 26Q1-2900-gdf79404cd8, Yosys 0.63+post, stock flow scripts
make -C /OpenROAD-flow-scripts/flow DESIGN_CONFIG=/design/flow/config.mk WORK_HOME=/design/flow/orfs finish
==> design/flow/config.mk <==
export PLATFORM = sky130hd
export DESIGN_NAME = rca_4
export DESIGN_NICKNAME = rca_4
export VERILOG_FILES = /design/flow/design.v
export SDC_FILE = /design/flow/constraint.sdc
export NUM_CORES = 4
export LEC_CHECK = 1
export CORE_AREA = 10 10 70 70
export DIE_AREA = 0 0 80 80
==> design/flow/constraint.sdc <==
current_design rca_4

set clk_period 3.8
set clk_io_pct 0.2

create_clock -name clk0 -period $clk_period

set non_clock_inputs [all_inputs -no_clocks]
set_input_delay [expr $clk_period * $clk_io_pct] -clock clk0 $non_clock_inputs
set_output_delay [expr $clk_period * $clk_io_pct] -clock clk0 [all_outputs]
==> flow_metrics.tcl <==
# place-and-route summary
set metrics [dict create \
    leakage_nw 0.1504 \
    critical_path_class "in -> out" \
    first_pass_grt_wire_length_um 607 \
    openroad.warnings 32 \
    worst_margin_slew_ps 97.34 \
    regArea_um2 0 \
    firstDrtPassIters 1 \
    syn2layout_area_growth_pct 176.6 \
    synth-seq-area-share_pct 0 \
    layout_clock_buffers 0 \
    finalHoldViolations 0 \
    post_synth.cell_area_avg_um2 8.401 \
    routed-via-count 123 \
    total_power_uw 37.26 \
    coreArea_um2 3416 \
    place.port_buffers 14 \
    timing.critical_path.required_ps 3040 \
    max_cap_viol_count 0 \
    post_cts.repair.setup_buffers 0 \
    pin_count 14 \
    yosys_warnings 0 \
    synth_area_leader_cell "sky130_fd_sc_hd__fa_1" \
    detail_route.vias_per_cell 1.662 \
    worst-endpoint-arrival_ps 2720 \
    setup.worst_path.end_class "output port" \
    antenna_found_initial 0 \
    grt_pass1_vias 120 \
    dieHeight_um 80 \
    worst_setup_startpoint "b[0]" \
    crit_path_max_fanout 1 \
    grt_remaining_overflow 0 \
    flop-count 0 \
    max_freq_ghz 0.2870 \
    avgRoutedWirePerCell_um 5.946 \
    dpl_worst_slack_ps -218.8 \
    grt_usage_pct 1.229 \
    fp_util_pct 3.443 \
    layout-drive-gt1-share_pct 28.57 \
    min-delay-path-class "in -> out" \
    synth_stat.cells 14 \
    top_cells_by_area "sky130_fd_sc_hd__fa_1 68%, sky130_fd_sc_hd__inv_1 32%" \
    rsz0062_at_grt "false" \
    totalWireLength_um 440 \
    dieArea_um2 6400 \
    slew-limit-headroom_pct 93.49 \
    worst_supply_voltage_drop_on_vdd_v 0.00003617 \
    finalCriticalPeriod_ps 3484 \
    antenna_diode_count 0 \
    final.setup.tns_ps 0 \
    power_per_cell_area_nw_per_um2 114.5 \
    crit_end "cout" \
    largest_net_degree_at_the_start_of_global_routing 2 \
    syn_inst 14 \
    syn-cell-area_um2 117.6 \
    top_cell_area_share_pct 68.09 \
    status "finished, final reports clean" \
    setup-violations-final 0 \
    yosys.cell_types.count 2 \
    critical_path.startpoint_type "primary input" \
    synth.yosys.chip_area_um2 117.6 \
    maxSlewViolCount 0 \
    final_worst_path_cycle_share_pct 91.69 \
    drtAntennaViolNets 0 \
    drt_first_iter_violations 0 \
    route.detailed.drc 0 \
    final.hold.worst_slack_ps 2317 \
    core.rowCount 21 \
    dp_hpwl_um 417.8 \
    postLayoutSetupSlackWorst_ps 315.7 \
    die_width_um 80 \
    gp_congestion 0.7630 \
]
-- layer usage --
layer  global-route usage (%)  vias to the layer above  part of all wire [%]  wire, µm
met5                        0                        -                     0         0
met4                        0                        0                     0         0
met3                   0.9091                        0                    23        99
met2                    1.525                       13                    30       132
met1                    1.737                       50                    47       208
li1                         -                       60                     -         -
-- layout make-up --
type,instances,area [µm²]
Fill cell,401,3090
Timing Repair Buffer,14,142.6
Multi-Input combinational cell,4,87.58
Tap cell,46,57.56
Inverter,10,37.54
-- worst min-delay path by stage --
stage	startpoint	to	slack, ps	depth (start not counted)
CTS	b[3]	s[3]	2430	5
global route	a[0]	s[0]	2350	5
finish	a[0]	s[0]	2320	5
-- logic make-up (layout without fill, tap and decap cells) --
logic type,Yosys count,in the layout,share of synthesized area [%]
adder cells (fa/ha/maj),4,4,68.09
buffers and inverters,10,24,31.92
-- cells in the mapped netlist --
cell,instances
sky130_fd_sc_hd__inv_1,10
sky130_fd_sc_hd__fa_1,4
-- critical path: stages --
cell and delay (ps):
sky130_fd_sc_hd__dlygate4sd2_1 200, sky130_fd_sc_hd__inv_2 40, sky130_fd_sc_hd__fa_2 370, sky130_fd_sc_hd__inv_2 60
sky130_fd_sc_hd__fa_2 200, sky130_fd_sc_hd__fa_2 190, sky130_fd_sc_hd__inv_2 30, sky130_fd_sc_hd__fa_1 340
sky130_fd_sc_hd__inv_1 60, sky130_fd_sc_hd__clkdlybuf4s50_1 450
-- report_power, final --
| group | switching (mW) | internal [mW] |
|---|---|---|
| registers | 0 | 0 |
| clock network | 0 | 0 |
| logic | 0.0114 | 0.0259 |
-- placed cells by master (no fill, tap or decap) --
master	n
sky130_fd_sc_hd__clkdlybuf4s50_1	10
sky130_fd_sc_hd__inv_2	5
sky130_fd_sc_hd__inv_1	5
sky130_fd_sc_hd__fa_2	3
sky130_fd_sc_hd__dlymetal6s2s_1	2
sky130_fd_sc_hd__dlygate4sd2_1	2
sky130_fd_sc_hd__fa_1	1
-- repair_timing --
action | 4_1_cts | 5_1_grt
resized | 9 | 3
setup endpoints to repair | 2 | 2
endpoints found under the hold margin | 0 | 0
pin swaps | 3 | 3
hold buffers | 0 | 0
-- per-stage QoR --
step,util (%),std cells,area (µm²)
detailed placement,9.231,74,315.3
finish,9.524,74,325.3
CTS,9.377,74,320.3
global placement,9.231,74,315.3
floorplan,-,14,117.6
global route,9.524,74,325.3
