==> flow/design.v <==
module pipeline_3(a,b,c,d,f,clk);
parameter n=10;
input [n-1:0]a,b,c,d;
input clk;
output [n-1:0]f;
reg [n-1:0]LP12_x1,LP12_x2,LP12_d,LP23_x3,LP23_d,LP34_f;
assign f=LP34_f;
always @(posedge clk)
begin
LP12_x1<= #4 a+b;
LP12_x2<= #4 c-d;
LP12_d=d;
LP23_d<=LP12_d;
LP23_x3<= #4 LP12_x1+LP12_x2;
LP34_f<= #6 LP23_d*LP23_x3;
end 
endmodule
module pipeline_tb();
parameter n=10;
reg [n-1:0]a,b,c,d;
reg clk;
wire [n-1:0]f;
pipeline_3 dut(a,b,c,d,f,clk);
initial clk=1'b0;
always #10 clk=~clk;
initial begin
#5; a=10; b=10;c=6;d=3;  
#20; a=5;b=5;c=5;d=3;  
#20; a=20;b=11;c=6;d=4;  
end
initial $monitor("f=%0d",f);
endmodule
==> flow/run.sh <==
#!/bin/bash
# OpenROAD 26Q1-2900-gdf79404cd8, Yosys 0.63+post, stock flow scripts
make -C /OpenROAD-flow-scripts/flow DESIGN_CONFIG=/design/flow/config.mk WORK_HOME=/design/flow/orfs finish
==> flow/config.mk <==
export PLATFORM = sky130hd
export DESIGN_NAME = pipeline_3
export DESIGN_NICKNAME = pipeline_3
export VERILOG_FILES = /design/flow/design.v
export SDC_FILE = /design/flow/constraint.sdc
export NUM_CORES = 4
export LEC_CHECK = 1
export CORE_UTILIZATION = 40
==> flow/constraint.sdc <==
current_design pipeline_3

set clk_period 6.0
set clk_io_pct 0.2

create_clock -name clk0 -period $clk_period [get_ports {clk}]

set non_clock_inputs [all_inputs -no_clocks]
set_input_delay [expr $clk_period * $clk_io_pct] -clock clk0 $non_clock_inputs
set_output_delay [expr $clk_period * $clk_io_pct] -clock clk0 [all_outputs]
==> GITHUB_STEP_SUMMARY <==
### Flow metrics

| Metric | Value |
|---|---|
| Global placer's final weighted congestion | between 0.8 and 0.9 |
| Unrepaired setup endpoints after global routing | no |
| GRT Total Usage | ~15% |
| Area contributors post-synth | dfxtp_1, ha_1, fa_1, xnor2_1, inv_1 |
| Synth async-reset ratio | 0% |
| Fmax | around 240 MHz |
| EDFF count, synth | 0 |
| Grt met3 use | around 2.2% |
| CP bufs+invs | 4 |
| Hold Vio Cnt, Final | 0 |
| Largest net degree at the start of global routing | 17 |
| Synth Register Bits | around 50 |
| ANT nets after route | 0 |
| Finish-stage setup viols | 0 |
| Initial antenna violation count | 0 |
| Critical path's top delay family | adder cells |
| HP Class | flop to flop |
| Postcts setup bufs | 0 |
| Slew HR | between 70% and 80% |
| FF-to-FF setup slack | roughly 1800 ps |
| Clock transition at path regs | 100 ps |
| Hold_buf cts | 0 |
| Sink Count | 50 |
| Root buf cell | clkbuf_8 |
| Post-CTS Resized | 0 |
| Top-area cell share | ~28% |
| Final Routed Wirelength | a little over 6000 um |
| Layout cells sized above 1 | 3.64% |
| Crit path DAT | between 4000 and 5000 ps |
| Worst-case hold slack | between 400 and 500 ps |
| Clock Skew | 7.32 ps |
| Ys Warns | 1 |
| Via count | between 2000 and 3000 |
| Layout area overhead | 20.6% |
| Vertical die size | 96.9 um |
| Worst VDD drop | about 0.35 mV |
| Worst Reg-to-Reg Cells | 16 |
| Tmin final | roughly 4200 ps |
| Setup CP Type | flop to flop |
| Hold Startpoint | LP12_x2[0] |
| Crit Path Max Fanout | 8 |
| Gr busiest metal | met2 |
| Worst R2R End | LP34_f[9] |
| Setup TNS | 0 ps |
| Core Area | 8720 um^2 |
| Most used cell, CP | xnor2_1 |
| First-pass DRT Iterations | 4 |
| Post-synthesis instance area | around 3600 um^2 |
| Initial core utilization | 41.3% |
| Pins over their slew limit | 0 |
| DRC viols | 0 |
| Worst setup endpoint | LP34_f[9] |
| Post-DP HPWL | around 5200 um |
| IO Count | just over 50 |
| CTS H-tree depth | 2 |
| Pwr per Cell Area | a little over 600 nW/um^2 |
| DRT iter0 DRCs | 33 |
| GRT overflow | 0 |
| Cell breakdown of the critical path | nand2_1 > fa_1 > inv_1 > fa_1 > inv_1 > fa_1 > inv_1 > fa_1 > inv_1 > fa_1 > xnor2_1 > xnor2_1 > xnor2_1 > xnor2_1 > xnor2_1 > xnor2_1 |
| Vias in the first global route | between 2000 and 2500 |
| Worst setup SP type | flop |
| CP max-delay cell | fa_1 |
| Yosys cell count | between 300 and 400 |
| Final Cell Area | 4350 um^2 |
| Yosys chip area | between 3000 and 4000 um^2 |
| # rows | 34 |
| Worst reg2reg startpoint | LP23_x3[2] |
| First-pass GRT wire length | around 11000 um |
| Clk latency of the worst-skew pair | approximately 300 ps |
| Worst path required time | roughly 6200 ps |
| Crit path largest cell delay | 520 ps |
| Placed instance area | approximately 4200 um^2 |
| Seq/Total Area, Yosys | 27.8% |
| Worst Setup End Kind | flop |
| ANT cells | 0 |
| Via density | 4.61 |
| Synth cell count leaders | inv_1, ha_1, dfxtp_1 |
| Inserted Clock Buffers | 5 |
| TritonCTS clock tree | done |
| Outcome | finished, final reports clean |
| Distinct lib cells | 33 |
| Cell count after synthesis | about 380 |
| Main synth FF type | dfxtp_1 |
| Number of buffers added on ports | 50 |
| Lkg Pwr | roughly 2.1 nW |
| Met2 usage in global routing | between 20% and 30% |
| CTS max path bufs | 2 |
| Post-synthesis cell type with the largest instance count | inv_1 |
| WL per Instance | approximately 11 um |
| Worst slew pin tran | 413 ps |
| Chip width | just under 100 um |
| Period utilization | 70.6% |
| Global routing met1 resource utilization | 20.3% |
| Worst Setup SP | LP23_x3[2] |
| Total die area | 9390 um^2 |
| OpenROAD warning count | 25 |
| Max-cap violations | 0 |
| Crit path depth | 16 |
| Cell taking the most area after synthesis | dfxtp_1 |
| Post-Synthesis Mean Instance Area | 9.41 um^2 |
[placed cells by master (no fill, tap or decap), types with 2 or more instances in the layout]
master,instances
nor2_1,11
a2111oi_0,2
a21oi_4,2
a211o_1,2
or4_1,2
clkdlybuf4s50_1,50
and2_1,19
dfxtp_1,50
inv_1,58
nor3_1,7
fa_1,25
a21oi_2,2
nand2_1,42
nand4_1,2
o21ai_0,8
or2_2,2
a21o_1,8
and3_1,6
nor4_1,2
o21a_1,3
xnor2_1,29
a21oi_1,11
xor2_1,14
nand3_1,4
a21boi_1,4
clkbuf_8,5
o21ai_2,2
nor2b_1,9
ha_1,51
[how the worst min path moves through the flow]
stage,to,slack (ps),cells after the start
after CTS,LP23_x3[0],460,1
after global routing,LP23_x3[0],480,1
final,LP23_x3[0],460,1
[flip-flops by register name, summed over array words and instances (netlist names)]
name	cells
LP12_x2	10
LP23_d	10
LP34_f	10
LP23_x3	10
LP12_x1	10
[cell type report]
cell class / count / area [um^2]
Clock inverter: 3 / 43.8
Sequential cell: 50 / 1000
Timing Repair Buffer: 50 / 500
Fill cell: 807 / 4370
Inverter: 58 / 218
Clock buffer: 5 / 68.8
Multi-Input combinational cell: 274 / 2380
Tap cell: 108 / 135
[through the flow]
| step | power [mW] | util, % | cells | worst slack, ps |
|---|---|---|---|---|
| floorplan | 2.14 | - | 383 | 1950 |
| global placement | 2.46 | 48.6 | 540 | 1840 |
| global route | 3.06 | 49.8 | 548 | 1520 |
| CTS | 2.76 | 49.8 | 548 | 1740 |
| detailed placement | 2.50 | 48.6 | 540 | 1770 |
| finish | 2.69 | 49.8 | 548 | 1760 |
[layer usage]
layer	vias up	routed length (um)
met5	-	0
met4	0	53
met3	4	201
met2	41	3070
met1	1134	2830
li1	1349	-
[cell families after synthesis]
family	Yosys count	share of synthesized area, %
AND/OR/NAND/NOR	107	14.6
AND-OR/OR-AND	48	9.41
buffers and inverters	59	6.18
adder cells (fa/ha/maj)	76	31.6
XOR/XNOR	43	10.5
flip-flops	50	27.8
[report_power, final]
group          leakage (nW)  switching (mW)  total, mW  internal [mW]
sequential            0.422          0.0697      0.531          0.461
clock                0.0585           0.117      0.242          0.125
combinational          1.61           0.914       1.92           1.00
Power and IR drop assume default switching activity.
